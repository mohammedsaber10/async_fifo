==> design/flow/design.v <==
module dual_port_ram #(
parameter DWIDTH = 8,
	  AWIDTH = 3
)
(
input  [DWIDTH-1:0] data_in,
input  [AWIDTH-1:0] waddr,
input  wclk,
input  wen,
output [DWIDTH-1:0] data_out,
input [AWIDTH-1:0] raddr
);
localparam DEPTH = 1<<AWIDTH;
reg [DWIDTH-1:0] mem [0:DEPTH-1];
always @(posedge wclk) begin
if(wen) begin
mem[waddr] <= data_in;
end
end
assign data_out = mem[raddr];
endmodule
module fifo
#(
parameter DATAWIDTH = 8,
	  ADDRWIDTH = 3
)
(
input wclk,
input wrst_n,
input wenable,
input [DATAWIDTH-1:0] DataIn,
output full,
input rclk,
input rrst_n,
input renable,
output [DATAWIDTH-1:0] DataOut,
output empty
);
wire [ADDRWIDTH-1:0] waddr, raddr;
wire [ADDRWIDTH:0] r2wptr_sync, w2rptr_sync, wptr, rptr;
wire wenable_m;
dual_port_ram ram (
.data_in (DataIn),
.waddr   (waddr),
.wclk    (wclk),
.wen	 (wenable_m),
.data_out(DataOut),
.raddr   (raddr)
);
wptr_wfull wptr_full (
.wclk	 (wclk),
.wrst_n  (wrst_n),
.winc	 (wenable),
.rptr	 (r2wptr_sync),
.waddr   (waddr),
.wptr    (wptr),
.wfull   (full),
.wen     (wenable_m)
);
rptr_rempty rptr_empty (
.rclk    (rclk),
.rrst_n  (rrst_n),
.rinc    (renable),
.wptr    (w2rptr_sync),
.raddr   (raddr),
.rptr    (rptr),
.rempty  (empty)
);
sync r2w_sync (
.d       (rptr),
.clk     (wclk),
.rst_n   (wrst_n),
.q       (r2wptr_sync)
);
sync w2r_sync (
.d       (wptr),
.clk     (rclk),
.rst_n   (rrst_n),
.q       (w2rptr_sync)
);
endmodule
module rptr_rempty
#(
parameter AWIDTH = 3
)
(
input rclk, rrst_n, rinc,
input [AWIDTH:0] wptr,
output [AWIDTH-1:0] raddr,
output reg [AWIDTH:0] rptr,  
output reg rempty
);
wire [AWIDTH:0] bnext;   
reg  [AWIDTH:0] bin;     
reg [AWIDTH:0] gnext;    
reg empty_val;
wire renable;
assign renable = rinc & ~rempty;
assign bnext = bin + renable;
always@(posedge rclk, negedge rrst_n)
if(!rrst_n) bin <= 0;
else bin <= bnext;
assign raddr = bin[AWIDTH-1:0];
assign gnext = (bnext>>1) ^ bnext;
always @(posedge rclk, negedge rrst_n) begin
if(!rrst_n) rptr <= 0;
else rptr <= gnext;
end
always@* begin
if (gnext == wptr)
     empty_val = 1;
else empty_val = 0;
end
always @(posedge rclk, negedge rrst_n) begin
if(!rrst_n) rempty <= 1;
else rempty <= empty_val;
end
endmodule
module sync #(
parameter SIZE = 4
)
(
input [SIZE-1:0] d,
input clk,
input rst_n,
output reg [SIZE-1:0] q
);
reg [SIZE-1:0] q_m;
always @(posedge clk, negedge rst_n) begin
if(!rst_n) begin 
q <= 0;
q_m <= 0;
end
else begin
q_m <= d;
q <= q_m;
end
end
endmodule
module wptr_wfull
#(
parameter AWIDTH = 3
)
(
input wclk, wrst_n, winc,
input [AWIDTH:0] rptr,
output [AWIDTH-1:0] waddr,
output reg [AWIDTH:0]   wptr,  
output reg wfull,
output wen
);
wire [AWIDTH:0] bnext;  
reg [AWIDTH:0] bin;     
wire [AWIDTH:0] gnext;   
reg full_val;
wire wenable;
assign wenable = winc & ~wfull;
assign bnext = bin + wenable;
always@(posedge wclk, negedge wrst_n)
if(!wrst_n) bin <= 0;
else bin <= bnext;
assign waddr = bin[AWIDTH-1:0];
assign gnext = (bnext>>1) ^ bnext;
always @(posedge wclk, negedge wrst_n) begin
if(!wrst_n) wptr <= 0;
else wptr <= gnext;
end
always@* begin
if((gnext[AWIDTH]     != rptr[AWIDTH]) &&
   (gnext[AWIDTH-1]   != rptr[AWIDTH-1]) &&
   (gnext[AWIDTH-2:0] == rptr[AWIDTH-2:0]))
full_val = 1;
else full_val = 0;
end
always @(posedge wclk, negedge wrst_n) begin
if(!wrst_n) wfull <= 0;
else wfull <= full_val;
end
assign wen = wenable;
endmodule
==> design/flow/run.sh <==
#!/bin/bash
# OpenROAD 26Q1-2900-gdf79404cd8, Yosys 0.63+post, stock flow scripts
make -C /OpenROAD-flow-scripts/flow DESIGN_CONFIG=/design/flow/config.mk WORK_HOME=/design/flow/orfs finish
==> design/flow/config.mk <==
export PLATFORM = sky130hd
export DESIGN_NAME = fifo
export DESIGN_NICKNAME = fifo
export VERILOG_FILES = /design/flow/design.v
export SDC_FILE = /design/flow/constraint.sdc
export NUM_CORES = 4
export LEC_CHECK = 1
export CORE_UTILIZATION = 50
==> design/flow/constraint.sdc <==
current_design fifo

set clk_period 2.6
set clk_io_pct 0.2

create_clock -name clk0 -period $clk_period [get_ports {rclk}]
create_clock -name clk1 -period $clk_period [get_ports {wclk}]

set non_clock_inputs [all_inputs -no_clocks]
set_input_delay [expr $clk_period * $clk_io_pct] -clock clk0 $non_clock_inputs
set_output_delay [expr $clk_period * $clk_io_pct] -clock clk0 [all_outputs]
==> flow_summary_export.csv <==
group,metric,value,unit
run_status,outcome,"finished, final reports clean",
power,p_leak,0.00162,uW
synthesis,ys_cells,179,
cells_and_area,fillers,556,
final_timing,final.setup.worst_slack,0.0288,ns
floorplan,fp.dieH,88.5,um
worst_setup_path,start_kind,"flop",
cells_and_area,layout-drive-gt1-share,21.8,%
synthesis,ys_types,25,
global_route,grt_max_degree,22,
final_timing,clock_skew,0.00971,ns
floorplan,pin_count,24,
drt,dr.pass1.iters,3,
drt,remaining_drc_errors,0,
power,power.density,1150,nW/um2
global_route,grt_pass1_wl,8850,um
placement,gp_congestion,0.811,
cells_and_area,areaGrowthSynthToFinish,16.9,%
final_timing,setup_viol,0,
global_route,grt_pass1_vias,1775,
drt,via_per_inst,5.11,
power,ir_drop,0.727,mV
drt,drt_iter0_markers,43,
drt,num_vias,1675,
synthesis,syn_avg_cell_area,20.9,um2
cells_and_area,finish.utilization,60.3,%
placement,dp_hpwl,3640,um
drt,wl,5690,um
worst_setup_path,arrival,2.05,ns
placement,io_buffer_count,22,
cts,cts_tree,"yes",
worst_hold_path,hold_path_class,"reg -> reg",
placement,place_ws,-0.0209,ns
synthesis,ys_ff,96,
synthesis,yosysWarnings,5,
worst_setup_path,path_cells,"buf_12 -> mux4_1 -> mux2_2 -> clkdlybuf4s50_1",
synthesis,syn_inst,179,
global_route,grt-ovfl-total,0,
final_timing,fin_tns_setup,0,ns
global_route,grtUsageTotal,17.5,%
final_timing,rsz0062_at_grt,"yes",
cts,cts.sinks,96,
flow_run,openroad.warnings,28,
worst_setup_path,worstRegToRegCells,6,
worst_setup_path,cp_max_fo,18,
worst_setup_path,slowest_stage,"mux4_1",
synthesis,syn_area,3740,um2
worst_setup_path,max_stage_delay,0.57,ns
worst_setup_path,worst_ep_required_time,2.08,ns
drt,insertedDiodeCount,0,
worst_setup_path,worstSetupEndpointType,"primary output",
worst_hold_path,hold_depth,0,
global_route,grt_antenna_before_repair,0,
synthesis,yosysSeqAreaShare,72.8,%
final_timing,worst-slew-pin-transition,0.653,ns
final_timing,relSlewSlack,56.3,%
drt,ant_nets,0,
floorplan,rows,31,
floorplan,die-area,7830,um2
flow_run,drv_cap,0,
cts,postCtsSetupBuffers,0,
floorplan,fp.coreArea,7250,um2
power,finalPower,5010,uW
final_timing,hold_ws,0.268,ns
final_timing,drv_slew,0,
cts,clk_pin_slew,0.08,ns
floorplan,initCoreUtil,51.6,%
floorplan,die_x,88.5,um
drt,wl_per_cell,17.3,um
worst_setup_path,path_class,"reg -> out",
synthesis,yosys_area,3740,um2
final_timing,hold_viol_final,0,
-- synth_stat cells, drive strengths merged --
| library cell | count | area, um2 |
|---|---|---|
| edfxtp | 64 | 1920 |
| dfrtp | 31 | 776 |
| mux4 | 16 | 398 |
| xor2 | 11 | 96.3 |
| xnor2 | 9 | 78.8 |
| mux2 | 8 | 90.1 |
| nor2 | 6 | 22.5 |
| ha | 4 | 50.1 |
| buf | 3 | 33.8 |
| clkbuf | 3 | 41.3 |
| nand2 | 3 | 11.3 |
| nand3 | 3 | 15.0 |
| nor2b | 3 | 18.8 |
| nand2b | 2 | 12.5 |
| nor3 | 2 | 10.0 |
| xnor3 | 2 | 45.0 |
| xor3 | 2 | 47.6 |
| a211oi | 1 | 12.5 |
| a21boi | 1 | 7.51 |
| a21oi | 1 | 5.00 |
| dfstp | 1 | 26.3 |
| nor4 | 1 | 6.26 |
| or2b | 1 | 7.51 |
| or3 | 1 | 6.26 |
-- state kept, by name, indices dropped and copies added (netlist names) --
| signal | cells |
|---|---|
| wptr_full.bin | 3 |
| ram.mem | 64 |
| r2w_sync.q | 4 |
| wptr_full.wptr | 4 |
| wptr_full.wfull | 1 |
| rptr_empty.rempty | 1 |
| w2r_sync.q_m | 4 |
| rptr_empty.bin | 3 |
| r2w_sync.q_m | 4 |
| w2r_sync.q | 4 |
| rptr_empty.rptr | 4 |
-- per-stage QoR --
| stage | std cells | cell area (um2) |
|---|---|---|
| after CTS | 328 | 4380 |
| after global routing | 328 | 4370 |
| final | 328 | 4370 |
| after floorplan | 179 | 3740 |
| after detailed placement | 308 | 4130 |
| after global placement | 308 | 4130 |
-- cell families (layout without fill, tap and decap cells) --
kind of cell    after synthesis  in the layout  synth area share [%]
flops                        96             96                  72.8
xor+xnor                     24             24                  7.16
mux                          24             24                  13.0
simple gates                 22             22                  2.94
buf+inv                       6             56                  2.01
fa+ha+maj                     4              4                  1.34
compound gates                3              3                 0.669
-- cells in the final DEF, fill, tap and decap left out --
cell type and instances:
nor3_1 2, clkbuf_1 1, mux4_1 9, xor2_1 11, edfxtp_1 64, buf_4 13
a21boi_0 1, clkdlybuf4s50_1 22, clkbuf_8 13, dfstp_2 1, nor4_1 1, a21oi_1 1
mux4_2 7, xnor3_1 2, inv_6 1, nand2_1 3, bufinv_16 1, clkinvlp_4 2
or2b_1 1, xnor2_1 9, clkinv_4 1, buf_12 1, nor2b_1 3, clkinv_2 1
xor3_1 2, nand3_1 3, nand2b_1 2, mux2_2 8, a211oi_2 1, ha_1 4
or3_1 1, dfrtp_1 31, nor2_1 6
-- layer usage --
metal / vias to the layer above / track usage (%) / routed length, um
met2: 48 / 28.5 / 2980
li1: 776 / - / -
met3: 5 / 7.47 / 401
met5: - / 0 / 0
met1: 846 / 24.3 / 2240
met4: 0 / 3.08 / 58
-- final timing paths --
check | from | end | slack [ns]
setup / recovery | rptr_empty.bin[0] | DataOut[5] | 0.03
setup reg to reg | wptr_full.wfull | wptr_full.wfull | 0.55
hold / removal | rptr_empty.rptr[2] | r2w_sync.q_m[2] | 0.27
hold reg to reg | rptr_empty.rptr[2] | r2w_sync.q_m[2] | 0.27
max in group asynchronous | rrst_n | w2r_sync.q[1] | 1.50
max in group clk1 | wenable | wptr_full.wfull | 0.30
min in group asynchronous | wrst_n | wptr_full.wptr[0] | 0.57
min in group clk0 | w2r_sync.q_m[3] | w2r_sync.q[3] | 0.35
-- timing repair --
item,in CTS,in global routing
endpoints found under the setup margin,0,7
hold buffers,0,0
gates resized,0,1
-- report_power, final --
group | total [uW] | internal [uW] | switching, uW
Combinational | 1680 | 1020 | 664
Clock | 1080 | 581 | 499
Sequential | 2250 | 2040 | 208
Total | 5010 | 3640 | 1370
-- layout make-up --
class	instances	area (um2)	share of cell area [%]
clock inverters	6	67.6	1.55
repair buffers	36	338	7.73
well taps	99	124	2.83
flip-flops and latches	96	2720	62.3
multi-input cells	77	937	21.4
clock buffers	14	183	4.18
-- worst max-delay path, delay by kind of cell (launching register included) --
kind | cells | cell delay, ns
buffers and inverters | 2 | 0.59
flip-flops | 1 | 0.37
multiplexers | 2 | 0.84
Power is estimated from default activity; no workload was simulated.
